File: design/flow/run.sh
#!/bin/bash
# OpenROAD 26Q1-2900-gdf79404cd8, Yosys 0.63+post, stock flow scripts
make -C /OpenROAD-flow-scripts/flow DESIGN_CONFIG=/design/flow/config.mk WORK_HOME=/design/flow/orfs finish
File: design/flow/constraint.sdc
current_design ROM

set clk_period 2.0
set clk_io_pct 0.2

create_clock -name clk0 -period $clk_period

set non_clock_inputs [all_inputs -no_clocks]
set_input_delay [expr $clk_period * $clk_io_pct] -clock clk0 $non_clock_inputs
set_output_delay [expr $clk_period * $clk_io_pct] -clock clk0 [all_outputs]
File: design/flow/design.v
module  ROM(entrada,salida);
input  [6:0] entrada;
output  [12:0] salida;
reg [12:0] salida;
always @(entrada)
begin
  casez (entrada)
    7'b??????0 : salida <= 13'b1000000001000;
    7'b00001?1 : salida <= 13'b0100000001000;
    7'b00000?1 : salida <= 13'b1000000001000;
    7'b00011?1 : salida <= 13'b1000000001000;
    7'b00010?1 : salida <= 13'b0100000001000;
    7'b0010??1 : salida <= 13'b0001001000010;
    7'b0011??1 : salida <= 13'b1001001100000;
    7'b0100??1 : salida <= 13'b0011010000010;
    7'b0101??1 : salida <= 13'b0011010000100;
    7'b0110??1 : salida <= 13'b1011010100000;
    7'b0111??1 : salida <= 13'b1000000111000;
    7'b1000?11 : salida <= 13'b0100000001000;
    7'b1000?01 : salida <= 13'b1000000001000;
    7'b1001?11 : salida <= 13'b1000000001000;
    7'b1001?01 : salida <= 13'b0100000001000;
    7'b1010??1 : salida <= 13'b0011011000010;
    7'b1011??1 : salida <= 13'b1011011100000;
    7'b1100??1 : salida <= 13'b0100000001000;
    7'b1101??1 : salida <= 13'b0000000001001;
    7'b1110??1 : salida <= 13'b0011100000010;
    7'b1111??1 : salida <= 13'b1011100100000;
    default : salida =13'b0000000000000;
endcase
end
endmodule
File: design/flow/config.mk
export PLATFORM = sky130hd
export DESIGN_NAME = ROM
export DESIGN_NICKNAME = ROM
export VERILOG_FILES = /design/flow/design.v
export SDC_FILE = /design/flow/constraint.sdc
export NUM_CORES = 4
export LEC_CHECK = 1
export CORE_AREA = 10 10 70 70
export DIE_AREA = 0 0 80 80
==> run notes <==
## Timing
- slew margin rel.: 82.5%
- Final Cycle Share: 97.8%
- setup repair after global routing missed its margin: true
- Peak Freq: 511 MHz
- Slew @ Worst Pin: 259 ps
- Setup Viol. Count Final: 0
- Worst Slack Setup Final: 44.1 ps
- max-slew violation count: 0
- crit path time final: 1960 ps
- hold violation count in the final report: 0

## Drt
- count of unresolved DRC violations after routing: 0
- antenna cells: 0
- Post-DRT Antenna Nets: 0
- DR WL/cell: 9.90 µm
- Routed Wire Length: 1.20 mm
- starting DRC count in detailed routing: 18
- via count: 401
- average vias per placed instance: 3.31
- number of search-and-repair iterations in the first detailed-routing pass: 2

## Hold path
- path category of the worst min-delay check: primary input to output port
- worst hold stages: 6
- min-delay src: entrada[3]
- hold path endpoint: salida[12]

## Placement
- Port-buffer cells: 20
- # placed instances: 119
- detailed-placement wirelength estimate: 1.01 mm
- final RePlAce weighted congestion: 0.808
- worst slack after detailed placement: -569 ps

## Logic synthesis
- Avg Inst Size Synth: 5.63 µm²
- Yosys top cell area share: 14.3%
- Cell Area, Synth: 236 µm²
- count of unique library cells instantiated by Yosys: 21
- biggest area cells: sky130_fd_sc_hd__nor2_1, sky130_fd_sc_hd__a21oi_1, sky130_fd_sc_hd__nand2_1
- Post-Syn Instances: 42
- Synth area leader: sky130_fd_sc_hd__nor2_1
- post-synthesis cell count from yosys: 42
- total cell area reported by yosys after synthesis: 236 µm²
- sequential area share after synthesis: 0%
- Synth Warn #: 1

## Job
- Max-cap violations: 0
- Tool Warnings: 33

## Floorplanning
- placement row count: 21
- core utilization at floorplan: 6.92%
- die outline area: 6400 µm²
- core box area: 3420 µm²
- Die Ht: 80 µm
- top-level port count: 20
- horizontal die size: 80 µm

## Critical path
- largest fanout of any net on the critical path: 5
- data required time at the worst endpoint: 1600 ps
- class of the most critical setup path: primary input to output port
- cell-by-cell trace of the critical path: buf_2 > nand2b_4 > and2_1 > o21a_1 > inv_1 > clkdlybuf4s50_1
- endpoint kind of the worst setup timing path: output port
- data arrival time of the critical path: 1560 ps
- critical path's slowest cell: sky130_fd_sc_hd__clkdlybuf4s50_1
- delay contributed by the slowest stage of the critical path: 450 ps
- launching element type of the critical path: primary input

## Global route
- wire length of the first global-routing pass: 1.98 mm
- initial antenna violation count: 0
- gr ovfl total: 0
- Total GRT Usage: 3.79%
- number of global-route vias before repair: 407
- pin count of the biggest net entering global routing: 7

## Layout
- Cell Count, Final, Fillers Out: 121
- most frequent logic cell in the layout: sky130_fd_sc_hd__buf_4
- share of cells above drive strength 1: 38.7%
- number of fillers in the final layout: 393
- CLK BUF: 0
- commonest cells after routing, fill and taps aside: sky130_fd_sc_hd__buf_4, sky130_fd_sc_hd__clkdlybuf4s50_1, sky130_fd_sc_hd__nor2_1, sky130_fd_sc_hd__nand2_1, sky130_fd_sc_hd__buf_2
- area occupied by registers: 0 µm²
- area added between synthesis and finish: 161%
- count of flip-flops and latches: 0

## Pwr
- Final Power: 0.000104 W
- Static Leak: 0.277 nW
- Worst VDD drop: 0.0259 mV
- pwr/cell area: 168 nW/µm²

## Status
- result of the run: completed

## Clock network
- quantity of hold-fixing buffers added after cts: 0

==> area by class of cell <==
class                      instances  area (µm²)  area share (%)
multi-input combinational         35         236            38.3
inverter                           3        11.3            1.82
tap                               46        57.6            9.31
timing repair buffer              37         313            50.6
==> worst max-delay path by stage <==
stage	cells after the start	slack, ps	endpoint	startpoint
4_1_cts	5	40	salida[2]	entrada[0]
5_1_grt	5	-3	salida[4]	entrada[4]
6_report	6	40	salida[3]	entrada[6]
==> power breakdown <==
part | leakage, nW | internal (W) | switching [W]
clock | 0 | 0 | 0
sequential | 0 | 0 | 0
combinational | 0.277 | 0.0000625 | 0.0000415
==> kinds of logic (layout without fill, tap and decap cells) <==
logic type / count (synthesis) / in the layout / share of synthesized area [%]
and+or+nand+nor: 24 / 24 / 51.3
AOI/OAI and AO/OA: 10 / 10 / 28.6
buffers and inverters: 7 / 40 / 15.9
muxes: 1 / 1 / 4.23
==> what timing repair did <==
| item | CTS | global route |
|---|---|---|
| gates cloned | 1 | 0 |
| buffers inserted | 1 | 0 |
| gates resized | 32 | 7 |
| endpoints found under the setup margin | 13 | 5 |
| pin swaps | 5 | 5 |
==> cell usage after synthesis <==
cell type                  number
sky130_fd_sc_hd__clkbuf_2       1
sky130_fd_sc_hd__mux2i_1        1
sky130_fd_sc_hd__nand2b_4       1
sky130_fd_sc_hd__nand3_1        1
sky130_fd_sc_hd__buf_6          1
sky130_fd_sc_hd__o311ai_0       1
sky130_fd_sc_hd__nand2_1        5
sky130_fd_sc_hd__or2_1          1
sky130_fd_sc_hd__and2_1         2
sky130_fd_sc_hd__or2b_1         1
sky130_fd_sc_hd__o211a_1        1
sky130_fd_sc_hd__nor3_1         1
sky130_fd_sc_hd__inv_1          3
sky130_fd_sc_hd__nor2_1         9
sky130_fd_sc_hd__o21ai_0        1
sky130_fd_sc_hd__nor4_1         2
sky130_fd_sc_hd__o21a_1         2
sky130_fd_sc_hd__o32ai_1        1
sky130_fd_sc_hd__buf_2          2
sky130_fd_sc_hd__a21oi_1        4
sky130_fd_sc_hd__nor2b_1        1
==> per-stage QoR <==
step | utilization (%) | hold WS (ps) | TNS [ps] | instance area (µm²)
2_1_floorplan | - | 871 | 0 | 236
5_1_grt | 18.1 | 1440 | -7.32 | 618
3_5_place_dp | 17.0 | 1910 | -4520 | 581
4_1_cts | 17.4 | 1390 | 0 | 594
3_3_place_gp | 17.0 | 1900 | -4680 | 581
6_report | 18.1 | 1370 | 0 | 618
==> critical path, delay by kind of cell <==
kind | cells | cell delay, ps
buffers and inverters | 3 | 630
AND-OR/OR-AND | 1 | 190
AND/OR/NAND/NOR | 2 | 330
==> routing by layer <==
| metal | up-vias | global-route usage (%) | part of all wire (%) |
|---|---|---|---|
| met3 | 0 | 1.25 | 10 |
| met2 | 11 | 6.10 | 42 |
| met5 | - | 0 | 0 |
| li1 | 207 | - | - |
| met4 | 0 | 0 | 0 |
| met1 | 183 | 5.08 | 47 |
Power figures rest on the tool's default switching activity, not on a simulated workload.
